==> /design/flow/design.v <==
`timescale 1ns/1ps
module digital_clock(
  input  logic clk,
  input  logic rst,
  output logic [5:0] sec,
  output logic [5:0] min
);
  always_ff @(posedge clk) begin
    if (rst)
      sec <= 0;
    else if (sec == 59)
      sec <= 0;
    else
      sec <= sec + 1;
  end
  always_ff @(posedge clk) begin
    if (rst)
      min <= 0;
    else if (sec == 59) begin
      if (min == 59)
        min <= 0;
      else
        min <= min + 1;
    end
    else
      min <= min;   
  end
endmodule
==> /design/flow/run.sh <==
#!/bin/bash
# OpenROAD 26Q1-2900-gdf79404cd8, Yosys 0.63+post, stock flow scripts
make -C /OpenROAD-flow-scripts/flow DESIGN_CONFIG=/design/flow/config.mk WORK_HOME=/design/flow/orfs finish
==> /design/flow/config.mk <==
export PLATFORM = sky130hd
export DESIGN_NAME = digital_clock
export DESIGN_NICKNAME = digital_clock
export VERILOG_FILES = /design/flow/design.v
export SDC_FILE = /design/flow/constraint.sdc
export NUM_CORES = 4
export LEC_CHECK = 1
export CORE_AREA = 10 10 70 70
export DIE_AREA = 0 0 80 80
export SYNTH_HDL_FRONTEND = slang
==> /design/flow/constraint.sdc <==
current_design digital_clock

set clk_period 2.5
set clk_io_pct 0.2

create_clock -name clk0 -period $clk_period [get_ports {clk}]

set non_clock_inputs [all_inputs -no_clocks]
set_input_delay [expr $clk_period * $clk_io_pct] -clock clk0 $non_clock_inputs
set_output_delay [expr $clk_period * $clk_io_pct] -clock clk0 [all_outputs]
==> flow_summary_export.csv <==
group,metric,value,unit
global_route,grt_pass1_vias,450,
cts,postCtsHoldBufs,0,
route,via_per_inst,3.992,
critical_path,crit_slowest_cell,"sky130_fd_sc_hd__clkdlybuf4s50_1",
final_timing,finalSetupTns,0,ns
critical_path,critical_path.max_stage_delay,0.52,ns
run,drv_cap,0,
placed_design,placed_cells,117,
cts,cts.repair.resized,0,
final_timing,rsz0062_at_grt,"no",
critical_path,worst_setup_path_start_kind,"flip-flop",
synth,ys_sh_mux,1.831,%
synth,synth.yosys.seq_area_share,43.94,%
synth,yosys.area_share.simple,25.63,%
final_timing,finalClockPeriodUsage,70.10,%
synth,synth_area,546.8,µm²
synth,topCellsByArea,"sky130_fd_sc_hd__dfxtp_1 (44%), sky130_fd_sc_hd__nor2_1 (4.8%), sky130_fd_sc_hd__ha_1 (4.6%)",
critical_path,endpoint_kind,"output port",
cts,clock_tree.buffer_depth,2,
synth,synth_chip_area,546.8,µm²
synth,postSynthAreaPerCell,9.427,µm²
route,drc,0,
synth,synthDominantAreaCellType,"sky130_fd_sc_hd__dfxtp_1",
floorplanning,floorplan.die.height,80,µm
synth,postSynthCellCount,58,
global_route,top_usage_layer,"met2",
floorplanning,chip_area,6400,µm²
final_timing,report.final.slew_viol_count,0,
synth,ys_types,28,
global_route,grt_first_pass_wirelength,2132,µm
finish,layout_top_cells_excl_fill_tap,"sky130_fd_sc_hd__clkdlybuf4s50_1 (13), sky130_fd_sc_hd__dfxtp_1 (12), sky130_fd_sc_hd__nor2_1 (7), sky130_fd_sc_hd__nand2_1 (5), sky130_fd_sc_hd__o21ai_0 (4)",
final_timing,period_needed,1.753,ns
finish,most_common_library_cell_in_the_layout_ignoring_fill_and_taps,"sky130_fd_sc_hd__clkdlybuf4s50_1",
synth,xor_share,4.805,%
cts,cts_sinks,12,
cts,worst_skew_pair_later_pin_latency,0.27,ns
placed_design,portBuffers,13,
cts,cts_post_setup_buffers_inserted,0,
route,dr_wl_cell,10.55,µm
route,dr.first_iter.drc_count,50,
floorplanning,io_pins,14,
global_route,grt_start_max_net_pins,9,
power_and_ir_drop,ir_drop,0.0001228,V
floorplanning,floorplan_utilization,16.01,%
floorplanning,core_region_area,3416,µm²
route,drtAntennaViolNets,0,
global_route,grt_use_met3,2.386,%
final_timing,timing.max_slew.rel_slack,68.85,%
critical_path,cp_data_required_time,2.00,ns
synth,synth_top_flop_cell,"sky130_fd_sc_hd__dfxtp_1",
critical_path,timing.critical_path.buf_inv,1,
critical_path,crit_path_max_fanout,8,
final_timing,worst-slew-pin-transition,0.4642,ns
floorplanning,die_w,80,µm
synth,async_reset_ff_share,0,%
synth,edf_count,0,
power_and_ir_drop,pwr_density_cell,508.7,nW/µm²
finish,syn_to_final_growth,40.96,%
critical_path,timing.critical_path.arrival,1.25,ns
critical_path,crit_path_cell_trace,"clkdlybuf4s50_1",
cts,tritoncts_clock_tree,"done",
synth,synthAdderAreaFrac,4.577,%
floorplanning,std_cell_rows,21,
route,antenna_cells_inserted,0,
finish,post_route_cells_drive_above_1_share,10.67,%
final_timing,setup_viol,0,
global_route,groute.usage.overall,4.054,%
placed_design,dp_hpwl,1014,µm
cts,max_h_tree_level,1,
placed_design,gp_routability_congestion,0.7847,
cts,worst_setup_hold_path_clk_slew,0.07,ns
final_timing,max_freq,0.5706,GHz
finish,layout.cells.non_filler,121,
synth,top_logic_cell_family_in_the_synthesized_netlist,"simple AND/OR/NAND/NOR gates",
min_path,hp-class,"flip-flop to flip-flop",
cts,numCtsBuffers,3,
global_route,grt_overflow_total,0,
critical_path,criticalPathCategory,"flip-flop to output port",
synth,synth-cells-yosys,58,
power_and_ir_drop,post-layout-total-power,0.0003921,W
route,total_via_count_in_the_routed_design,483,
finish,final_core_utilization,22.56,%
route,postRouteWirelength,1276,µm
route,detailedRoute.firstPassIterationCount,4,
cts,cts.root.buffer_cell,"sky130_fd_sc_hd__clkbuf_4",
final_timing,hold_viol_final,0,
run,tool_warnings,25,
critical_path,crit_family,"buffers and inverters",
final_timing,skew_final,0.0002091,ns
global_route,met2_usage,6.340,%
global_route,grt_use_met1,4.668,%
synth,synth_compound_gate_area_share,17.16,%
synth,post_synthesis_register_bit_count,12,
synth,yosysWarnings,0,
status,run_status,"finished, final reports clean",
synth,synthDominantCellAreaShare,43.94,%
global_route,grt_antenna_before_repair,0,
power_and_ir_drop,power.leakage,0.3133,nW
==> metrics by stage <==
stage | cell area, µm² | setup slack (ns) | hold slack (ns)
4_1_cts | 770.7 | 0.7252 | 0.4789
3_3_place_gp | 734.5 | 0.5747 | 0.4563
6_report | 770.7 | 0.7475 | 0.4732
2_1_floorplan | 546.8 | 1.111 | 0.4176
3_5_place_dp | 734.5 | 0.5335 | 0.4598
5_1_grt | 770.7 | 0.6530 | 0.5205
==> per-layer routing <==
layer / part of all wire, % / routed length (µm)
met5: 0 / 0
met4: 0.78 / 10
met3: 10 / 131
met2: 48 / 615
met1: 41 / 520
==> power breakdown <==
| group | switching [W] | leakage, nW | internal (W) | total, W |
|---|---|---|---|---|
| registers | 0.0000101 | 0.0975 | 0.000198 | 0.000208 |
| clock network | 0.0000635 | 0.0210 | 0.0000884 | 0.000152 |
| logic | 0.0000117 | 0.195 | 0.0000204 | 0.0000321 |
| total | 0.0000853 | 0.313 | 0.000307 | 0.000392 |
==> final cells by class <==
type | count | area (µm²)
tap | 46 | 57.56
sequential | 12 | 240.2
multi-input combinational | 43 | 295.3
clock buffer | 4 | 36.28
fill | 379 | 2645
inverter | 3 | 11.26
timing repair buffer | 13 | 130.1
==> final timing paths <==
kind                          to  cells past startpoint  slack (ns)                start
min reg2reg    sec[0]$_SDFF_PP0_                      1        0.47    sec[0]$_SDFF_PP0_
max                       min[3]                      1        0.75  min[3]$_SDFFE_PP0N_
min            sec[0]$_SDFF_PP0_                      1        0.47    sec[0]$_SDFF_PP0_
max reg2reg  min[5]$_SDFFE_PP0N_                      5        0.92    sec[0]$_SDFF_PP0_
==> cells in the mapped netlist (2+ instances only) <==
cell and n:
sky130_fd_sc_hd__xor2_1 2, sky130_fd_sc_hd__inv_1 3, sky130_fd_sc_hd__nand2_1 5, sky130_fd_sc_hd__nor2_1 7, sky130_fd_sc_hd__o21ai_0 4, sky130_fd_sc_hd__dfxtp_1 12
sky130_fd_sc_hd__nand3_1 3, sky130_fd_sc_hd__ha_1 2
==> kinds of logic after synthesis <==
kind of cell	after synthesis
adder cells (fa/ha/maj)	2
XOR/XNOR	3
AND-OR/OR-AND	13
AND/OR/NAND/NOR	24
flip-flops	12
buffers and inverters	3
multiplexers	1
==> flip-flops by register name, indices dropped and copies added, names as in the netlist <==
name and cells:
min 6, sec 6
No activity file was given, so power comes from the tool's default toggle rates.
