[flow/constraint.sdc]
current_design fifo

set clk_period 4.3
set clk_io_pct 0.2

create_clock -name clk0 -period $clk_period [get_ports {clk}]

set non_clock_inputs [all_inputs -no_clocks]
set_input_delay [expr $clk_period * $clk_io_pct] -clock clk0 $non_clock_inputs
set_output_delay [expr $clk_period * $clk_io_pct] -clock clk0 [all_outputs]
[flow/config.mk]
export PLATFORM = sky130hd
export DESIGN_NAME = fifo
export DESIGN_NICKNAME = fifo
export VERILOG_FILES = /design/flow/design.v
export SDC_FILE = /design/flow/constraint.sdc
export NUM_CORES = 4
export LEC_CHECK = 1
export CORE_AREA = 10 10 70 70
export DIE_AREA = 0 0 80 80
export SYNTH_HDL_FRONTEND = slang
[flow/design.v]
module fifo(
  input clk, wr, rd,
  input [7:0] din,
  output logic full, empty
);
  logic [4:0] cnt = 0;
  assign full = (cnt == 16);
  assign empty = (cnt == 0);
  always_ff @(posedge clk) begin
    if (wr && !full && !rd) 
      cnt <= cnt + 1;
    else if (rd && !empty && !wr) 
      cnt <= cnt - 1;
  end
endmodule
interface fifo_if(input clk);
  logic wr, rd, full, empty; 
  logic [7:0] din;
endinterface
[flow/run.sh]
#!/bin/bash
# OpenROAD 26Q1-2900-gdf79404cd8, Yosys 0.63+post, stock flow scripts
make -C /OpenROAD-flow-scripts/flow DESIGN_CONFIG=/design/flow/config.mk WORK_HOME=/design/flow/orfs finish
==> out/summary.txt <==
number of different library cells in the post-synthesis netlist - 18
number of cell rows - 21
category of the worst setup path launch point - register
Final Hold Vio Count - 0
Antenna Nets Post-Route - 0
total of warnings raised by yosys - 0
number of global-route vias before repair - 225
initial DRC count - 22
number of gates resized after cts - 0
wirelength, routed - 566 microns
accumulated negative setup slack - 0 ns
reg-to-reg startpoint - cnt[0]
register with the highest flop count - cnt
DR vias - 224
number of buffers added by the clock tree synthesis step - 3
number of buffers inserted to repair setup after CTS - 0
average vias per placed instance - 2.77
Log Warnings - 33
Synth Area per Inst - 12.8 sq um
Peak VDD IR - 0.138 mV
registers with the most flip-flops - cnt (5)
critical path peak fanout - 5
Core ar. - 3420 sq um
Synth top cell by count - sky130_fd_sc_hd__edfxtp_1
# IOs - 13
total number of clock tree sinks - 5
share of flip-flops with an asynchronous set or reset - 0
peak clock frequency supported by timing - 382 MHz
Worst Skew - 0.00260 ns
GPL Wtd Cong - 0.735
cell leakage power - 0.163 nW
power density over the cells - 491 nW/um^2
outcome - complete, no violations
Largest type area fraction - 0.433
endpoint kind of the worst setup timing path - primary output
Core Util at FP - 0.101
GRT Overall Usage - 0.0187
Period Utilization, post-route - 0.609
max reg flops - 5
Filler cells - 391
area leader, netlist - sky130_fd_sc_hd__edfxtp_1
Worst Hold Path EP - cnt[0]
DR pass1 iterations - 2
unrepaired setup endpoints after global routing - no
main flop type after synthesis - sky130_fd_sc_hd__edfxtp_1
hold depth - 1
Clock Root Buffer - sky130_fd_sc_hd__clkbuf_4
final max-slew violation count - 0
count of instantiated cells in the yosys netlist - 27
final critical path time including I/O delays and setup - 2.62 ns
Yosys chip area - 347 sq um
Max transition margin - 0.678
CP Data Arrival Time - 1.76 ns
final cell count without fillers - 81
synth-to-layout area growth - 35.7%
TritonCTS clock tree - yes
flop and latch count out of synthesis - 5
r2r endpoint - cnt[4]
maxcap violations - 0
Die Size - 6400 sq um
required time at the worst-slack endpoint - 3.44 ns
sequential-to-total area share from yosys stat - 0.433
launch point of the worst hold path - cnt[0]
r2r setup slk - 2.16 ns
diode insertion count for antenna repair - 0
first-pass GRT wire length - 917 microns
final routed wire length divided by cell count - 6.99 microns
fraction of final layout cells with drive strength greater than 1 - 0.171
maximum buffer depth of the clock tree - 2
class of the worst hold path - register to register
leading post-synthesis cells by cell area - sky130_fd_sc_hd__edfxtp_1, sky130_fd_sc_hd__ha_1, sky130_fd_sc_hd__fa_1
placed cell count - 77
die outline width - 80 microns
hold_buf cts - 0
Setup Crit Path Kind - register to primary output
worst-skew pair later-pin latency - 0.24 ns
Remaining Overflow, GRT - 0
PortBufs - 4
H-tree levels - 1
die height - 80 microns
post-detailed-route DRC marker count - 0
clock-pin slew of the registers on the worst-case setup and hold paths - 0.04 ns
most frequent cells after synthesis - sky130_fd_sc_hd__edfxtp_1, sky130_fd_sc_hd__a21oi_1, sky130_fd_sc_hd__ha_1
number of setup violations in the final report - 0
post-synth tally of flip-flops with integrated enable - 5
pin count of the biggest net entering global routing - 6
Reg2Reg Depth - 7
number of antenna violations at the first check in global routing - 0
Post-Syn Instances - 27
post-synth design cell area - 347 sq um
worst-margin pin slew - 0.483 ns
==> power by group <==
| group | switching [mW] | total, mW | internal, mW |
|---|---|---|---|
| Sequential | 0.0205 | 0.101 | 0.0802 |
| Clock | 0.0173 | 0.0522 | 0.0350 |
| Combinational | 0.0326 | 0.0778 | 0.0452 |
| Total | 0.0704 | 0.231 | 0.160 |
==> layout by cell type (no fill, tap or decap), types with 2 or more instances in the layout <==
cell type,count
sky130_fd_sc_hd__xnor2_1,2
sky130_fd_sc_hd__ha_1,3
sky130_fd_sc_hd__edfxtp_1,5
sky130_fd_sc_hd__clkdlybuf4s50_1,4
sky130_fd_sc_hd__clkbuf_4,3
sky130_fd_sc_hd__a21oi_1,3
==> layer usage <==
| metal | part of all wire | wire length (microns) | up-vias | global-route usage |
|---|---|---|---|---|
| li1 | - | - | 119 | - |
| met1 | 0.47 | 264 | 100 | 0.0237 |
| met2 | 0.40 | 227 | 5 | 0.0217 |
| met3 | 0.13 | 75 | 0 | 0.0193 |
| met4 | 0 | 0 | 0 | 0.00176 |
| met5 | 0 | 0 | - | 0 |
==> area by class of cell <==
type | count | area [sq um] | area share
multi-input combinational | 21 | 193 | 0.410
sequential | 5 | 150 | 0.319
tap | 46 | 57.6 | 0.122
timing repair buffer | 4 | 40.0 | 0.0851
clock buffer | 4 | 26.3 | 0.0559
inverter | 1 | 3.75 | 0.00798
==> how the worst max path moves through the flow <==
stage | start | end | slack (ns) | cells after the start
after CTS | cnt[0] | empty | 1.63 | 3
after global routing | cnt[0] | empty | 1.51 | 3
final | cnt[0] | empty | 1.68 | 3
==> per-stage QoR <==
step | power, mW | hold WS (ns) | cell area [sq um] | setup WS (ns) | utilization
after floorplan | 0.159 | 0.635 | 347 | 2.09 | -
after CTS | 0.236 | 0.693 | 470 | 1.63 | 0.138
after global routing | 0.251 | 0.726 | 470 | 1.51 | 0.138
after global placement | 0.179 | 0.679 | 444 | 1.51 | 0.130
after detailed placement | 0.180 | 0.680 | 444 | 1.52 | 0.130
final | 0.231 | 0.684 | 470 | 1.68 | 0.138
==> kinds of logic after synthesis <==
logic type	Yosys count	share of synthesized area
buf+inv	1	0.0108
xor+xnor	3	0.0758
fa+ha+maj	4	0.166
compound gates	7	0.162
mux	1	0.0289
flops	5	0.433
simple gates	6	0.123
==> worst max-delay path, cell delays in order (launching register included) <==
cell and delay (ns):
sky130_fd_sc_hd__edfxtp_1 0.49, sky130_fd_sc_hd__nor4_2 0.37, sky130_fd_sc_hd__and2b_1 0.19, sky130_fd_sc_hd__clkdlybuf4s50_1 0.47
Power is estimated from default activity; no workload was simulated.
